[/design/flow/design.v]
module ALU_Controller(ALUOp, OpCode, f3, f7, ALUControl);
    input [1:0] ALUOp;
    input [2:0] f3;
    input [6:0] f7;
    input [6:0] OpCode;
    output [2:0] ALUControl;
    reg    [2:0] ALUControl_temp;
    assign ALUControl = ALUControl_temp;
    parameter [2:0]	ADD = 3'b000,
					SUB = 3'b001,
					AND = 3'b010,
					OR =  3'b011,
					SLT = 3'b100,
					XOR = 3'b101,
                    PASS= 3'b110;
    parameter [1:0] ADD_OP     = 2'b00,
                    SUB_OP     = 2'b01,
                    CHECK_F_OP = 2'b10,
                    PASS_OP  = 2'b11;
    parameter [6:0]	ADD_OPC =	7'd51,
					SUB_OPC =	7'd51,
					AND_OPC =	7'd51,
					OR_OPC =	7'd51,
					SLT_OPC =	7'd51,
					LW_OPC =	7'd3,
					ADDI_OPC =	7'd19,
					XORI_OPC =	7'd19,
					ORI_OPC =	7'd19,
					SLTI_OPC =	7'd19,
					JALR_OPC =	7'd103,
					SW_OPC =	7'd35,
					JAL_OPC =	7'd111,
					BEQ_OPC =	7'd99,
					BNE_OPC =	7'd99,
					LUI_OPC =	7'd55;
	parameter [2:0]	ADD_F3 =	3'd0,
					SUB_F3 =	3'd0,
					AND_F3 =	3'd7,
					OR_F3 =		3'd6,
					SLT_F3 =	3'd2,
					LW_F3 =		3'd2,
					ADDI_F3 =	3'd0,
					XORI_F3 =	3'd4,
					ORI_F3 =	3'd6,
					SLTI_F3 =	3'd2,
					JALR_F3 =	3'd0,
					SW_F3 =		3'd2,
					BEQ_F3 =	3'd0,
					BNE_F3 =	3'd1;
	parameter [6:0] ADD_F7 =	7'd0,
					SUB_F7 =	7'd32,
					AND_F7 =	7'd0,
					OR_F7 =		7'd0,
					SLT_F7 =	7'd0;
    always @(ALUOp, f3, f7) begin
        ALUControl_temp = ADD;
        case(ALUOp)
            ADD_OP: begin ALUControl_temp = ADD; end
            SUB_OP: begin ALUControl_temp = SUB; end
            PASS_OP:begin ALUControl_temp = PASS; end
            CHECK_F_OP: begin
                if ( (OpCode ==  ADD_OPC) & (f3 == ADD_F3) & (f7 == ADD_F7) ) begin ALUControl_temp = ADD ; end
				else if ( (OpCode ==  SUB_OPC) & (f3 == SUB_F3) & (f7 == SUB_F7) ) begin ALUControl_temp = SUB ; end
				else if ( (OpCode ==  AND_OPC) & (f3 == AND_F3) & (f7 == AND_F7) ) begin ALUControl_temp = AND ; end
				else if ( (OpCode ==  OR_OPC) & (f3 == OR_F3) & (f7 == OR_F7) ) begin ALUControl_temp = OR ; end
				else if ( (OpCode ==  SLT_OPC) & (f3 == SLT_F3) & (f7 == SLT_F7) ) begin ALUControl_temp = SLT ; end
				else if ( (OpCode ==  LW_OPC) & (f3 == LW_F3) ) begin ALUControl_temp = ADD ; end
				else if ( (OpCode ==  ADDI_OPC) & (f3 == ADDI_F3) ) begin ALUControl_temp = ADD ; end
				else if ( (OpCode ==  XORI_OPC) & (f3 == XORI_F3) ) begin ALUControl_temp = XOR ; end
				else if ( (OpCode ==  ORI_OPC) & (f3 == ORI_F3) ) begin ALUControl_temp = OR ; end
				else if ( (OpCode ==  SLTI_OPC) & (f3 == SLTI_F3) ) begin ALUControl_temp = SLT ; end
				else if ( (OpCode ==  JALR_OPC) & (f3 == JALR_F3) ) begin ALUControl_temp = ADD ; end
				else if ( (OpCode ==  SW_OPC) & (f3 == SW_F3) ) begin ALUControl_temp = ADD ; end
				else if ( (OpCode ==  JAL_OPC) ) begin ALUControl_temp = ADD ; end
				else if ( (OpCode ==  BEQ_OPC) & (f3 == BEQ_F3) ) begin ALUControl_temp = SUB ; end
				else if ( (OpCode ==  BNE_OPC) & (f3 == BNE_F3) ) begin ALUControl_temp = SUB ; end
				else if ( (OpCode ==  LUI_OPC) ) begin ALUControl_temp = PASS ; end
            end
        endcase
    end
endmodule
module PCController(PCUpdate, ZERO, BrEQ, BrNE, PCWrite);
	input PCUpdate;
	input ZERO;
	input BrEQ, BrNE;
	output PCWrite;
	reg PCWrite_temp;
	assign PCWrite = PCWrite_temp;
	always @(PCUpdate, ZERO, BrEQ, BrNE) begin
		PCWrite_temp = 1'b0;
		if(PCUpdate)	PCWrite_temp = 1'b1;
		else if(BrEQ)	PCWrite_temp = ZERO ? 1'b1 : 1'b0;
		else if(BrNE)	PCWrite_temp = ZERO ? 1'b0 : 1'b1;
	end
endmodule
module Controller(ZERO, OpCode, f3, f7, clk,rst, PCWrite, AdrSrc, MemWrite, IRWrite, ResultSrc, ALUControl,
				 ALUSrcA, ALUSrcB, ImmSrc, RegWrite);
	parameter [6:0]	ADD_OPC =	7'd51,
					SUB_OPC =	7'd51,
					AND_OPC =	7'd51,
					OR_OPC =	7'd51,
					SLT_OPC =	7'd51,
					LW_OPC =	7'd3,
					ADDI_OPC =	7'd19,
					XORI_OPC =	7'd19,
					ORI_OPC =	7'd19,
					SLTI_OPC =	7'd19,
					JALR_OPC =	7'd103,
					SW_OPC =	7'd35,
					JAL_OPC =	7'd111,
					BEQ_OPC =	7'd99,
					BNE_OPC =	7'd99,
					LUI_OPC =	7'd55;
	parameter [2:0]	ADD_F3 =	3'd0,
					SUB_F3 =	3'd0,
					AND_F3 =	3'd7,
					OR_F3 =		3'd6,
					SLT_F3 =	3'd2,
					LW_F3 =		3'd2,
					ADDI_F3 =	3'd0,
					XORI_F3 =	3'd4,
					ORI_F3 =	3'd6,
					SLTI_F3 =	3'd2,
					JALR_F3 =	3'd0,
					SW_F3 =		3'd2,
					BEQ_F3 =	3'd0,
					BNE_F3 =	3'd1;
	parameter [6:0] ADD_F7 =	7'd0,
					SUB_F7 =	7'd32,
					AND_F7 =	7'd0,
					OR_F7 =		7'd0,
					SLT_F7 =	7'd0;
	parameter [2:0]	IT_IMM =	3'b000,
					ST_IMM =	3'b001,
					BT_IMM =	3'b010,
					JT_IMM =	3'b011,
					UT_IMM =	3'b100;
	input ZERO;
	input [6:0] OpCode;
	input [2:0] f3;
	input [6:0] f7;
	input clk,rst;
	output PCWrite, AdrSrc, MemWrite, IRWrite;
	output [1:0] ResultSrc;
	output [2:0] ALUControl;
	output [1:0] ALUSrcA, ALUSrcB;
	output [2:0] ImmSrc;
	output RegWrite;
	reg AdrSrc_temp, MemWrite_temp, IRWrite_temp;
	reg [1:0] ResultSrc_temp;
	reg [1:0] ALUSrcA_temp, ALUSrcB_temp, ImmSrc_temp;
	reg RegWrite_temp;
	assign AdrSrc = AdrSrc_temp;
	assign MemWrite = MemWrite_temp;
	assign IRWrite = IRWrite_temp;
	assign ResultSrc = ResultSrc_temp;
	assign ALUSrcA = ALUSrcA_temp;
	assign ALUSrcB = ALUSrcB_temp;
	assign ImmSrc = ImmSrc_temp;
	assign RegWrite = RegWrite_temp;
	parameter [3:0]	FETCH		= 4'd0,
					DECODE		= 4'd1,
					MEM_ADR		= 4'd2,
					EXECUTE_R	= 4'd3,
					EXECUTE_I	= 4'd4,
					JAL			= 4'd5,
					LUI			= 4'd6,
					BRANCH		= 4'd7,
					JALR_NPC	= 4'd8,
					MEM_READ	= 4'd9,
					ALU_WB		= 4'd10,
					JALR_RA		= 4'd11,
					MEM_WRITE	= 4'd12,
					MEM_WB		= 4'd13;
	reg [1:0] ALUOp;
	ALU_Controller ALU_Controller__(ALUOp, OpCode, f3, f7, ALUControl);
	reg PCUpdate, BrEQ, BrNE;
	PCController PCController__(PCUpdate, ZERO, BrEQ, BrNE, PCWrite);
	reg [3:0] ps, ns;
	always @(posedge clk, posedge rst) begin
		if(rst)	ps <= FETCH;
		else	ps <= ns;
	end
	always @(ps, ZERO, OpCode, f3, f7) begin
		ns = FETCH;
		case(ps)
			FETCH: begin ns = DECODE; end
			DECODE: begin
					if (((OpCode==LW_OPC)&(f3==LW_F3)) | ((OpCode==SW_OPC)&(f3==SW_F3))) ns = MEM_ADR;
					else if(OpCode == ADD_OPC) ns = EXECUTE_R;
					else if(OpCode == ADDI_OPC) ns = EXECUTE_I;
					else if(OpCode == JAL_OPC) ns = JAL;
					else if(OpCode == LUI_OPC) ns = LUI;
					else if(((OpCode==BEQ_OPC)&(f3==BEQ_F3))|((OpCode==BNE_OPC)&(f3==BNE_F3))) ns = BRANCH;
					else if(OpCode == JALR_OPC & f3 == JALR_F3) ns = JALR_NPC;
			end
			MEM_ADR: begin
				if((OpCode==LW_OPC)&(f3==LW_F3)) ns = MEM_READ;
				else if((OpCode==SW_OPC)&(f3==SW_F3)) ns = MEM_WRITE;
			end
			EXECUTE_R: begin ns = ALU_WB; end
			EXECUTE_I: begin ns = ALU_WB; end
			JAL: begin ns = ALU_WB; end
			LUI: begin ns = ALU_WB; end
			BRANCH: begin ns = FETCH; end
			JALR_NPC: begin ns = JALR_RA; end
			MEM_READ: begin ns = MEM_WB; end
			ALU_WB: begin ns = FETCH; end
			JALR_RA: begin ns = ALU_WB; end
			MEM_WRITE: begin ns = FETCH; end
			MEM_WB: begin ns = FETCH; end
		endcase
	end
	always @(ps, ZERO, OpCode, f3, f7) begin
		AdrSrc_temp = 1'b0;
		IRWrite_temp = 1'b0;
		ALUSrcA_temp = 2'b00;
		ALUSrcB_temp = 2'b00;
		ResultSrc_temp = 2'b00;
		ALUOp = 2'b00;
		PCUpdate = 1'b0;
		BrEQ = 1'b0;
		BrNE = 1'b0;
		RegWrite_temp = 1'b0;
		MemWrite_temp = 1'b0;
		case(ps)
			FETCH: begin
				AdrSrc_temp = 1'b0;
				IRWrite_temp = 1'b1;
				ALUSrcA_temp = 2'b00;
				ALUSrcB_temp = 2'b10;
				ResultSrc_temp = 2'b10;
				ALUOp = 2'b00;
				PCUpdate = 1'b1;
			end
			DECODE: begin
				ALUSrcA_temp = 2'b01;
				ALUSrcB_temp = 2'b01;
				ALUOp = 2'b00;
			end
			MEM_ADR: begin
				ALUSrcA_temp = 2'b10;
				ALUSrcB_temp = 2'b01;
				ALUOp = 2'b00;
			end
			EXECUTE_R: begin
				ALUSrcA_temp = 2'b10;
				ALUSrcB_temp = 2'b00;
				ALUOp = 2'b10;
			end
			EXECUTE_I: begin
				ALUSrcA_temp = 2'b10;
				ALUSrcB_temp = 2'b01;
				ALUOp = 2'b10;
			end
			JAL: begin
				ALUSrcA_temp = 2'b01;
				ALUSrcB_temp = 2'b10;
				ALUOp = 2'b00;
				ResultSrc_temp = 2'b00;
				PCUpdate = 1'b1;
			end
			LUI: begin
				ALUSrcB_temp = 2'b01;
				ALUOp = 2'b11;
			end
			BRANCH: begin
				ALUSrcA_temp = 2'b10;
				ALUSrcB_temp = 2'b00;
				ALUOp = 2'b01;
				ResultSrc_temp = 2'b00;
				if(OpCode == BEQ_OPC && f3 == BEQ_F3) BrEQ = 1'b1;
				else if(OpCode == BNE_OPC && f3 == BNE_F3) BrNE = 1'b1;
			end
			JALR_NPC: begin
				ALUSrcA_temp = 2'b10;
				ALUSrcB_temp = 2'b01;
				ALUOp = 2'b00;
			end
			MEM_READ: begin
				ResultSrc_temp = 2'b00;
				AdrSrc_temp = 1'b1;
			end
			ALU_WB: begin
				ResultSrc_temp = 2'b00;
				RegWrite_temp = 1'b1;
			end
			JALR_RA: begin
				ResultSrc_temp = 2'b00;
				PCUpdate = 1'b1;
				ALUSrcA_temp = 2'b01;
				ALUSrcB_temp = 2'b10;
				ALUOp = 2'b00;
			end
			MEM_WRITE: begin
				ResultSrc_temp = 2'b00;
				AdrSrc_temp = 1'b1;
				MemWrite_temp = 1'b1;
			end
			MEM_WB: begin
				ResultSrc_temp = 2'b01;
				RegWrite_temp = 1'b1;
			end
		endcase
	end
	always @(ALUSrcB, OpCode) begin
		ImmSrc_temp = IT_IMM;
		if(ALUSrcB == 2'b01) begin
			case(OpCode)
			ADDI_OPC:	ImmSrc_temp = IT_IMM;
			JALR_OPC:	ImmSrc_temp = IT_IMM;
			SW_OPC:		ImmSrc_temp = ST_IMM;
			JAL_OPC:	ImmSrc_temp = JT_IMM;
			BEQ_OPC:	ImmSrc_temp = BT_IMM;
			LUI_OPC:	ImmSrc_temp = UT_IMM;
			endcase
		end
	end
endmodule
[/design/flow/run.sh]
#!/bin/bash
# OpenROAD 26Q1-2900-gdf79404cd8, Yosys 0.63+post, stock flow scripts
make -C /OpenROAD-flow-scripts/flow DESIGN_CONFIG=/design/flow/config.mk WORK_HOME=/design/flow/orfs finish
[/design/flow/constraint.sdc]
current_design Controller

set clk_period 2.1
set clk_io_pct 0.2

create_clock -name clk0 -period $clk_period [get_ports {clk}]

set non_clock_inputs [all_inputs -no_clocks]
set_input_delay [expr $clk_period * $clk_io_pct] -clock clk0 $non_clock_inputs
set_output_delay [expr $clk_period * $clk_io_pct] -clock clk0 [all_outputs]
[/design/flow/config.mk]
export PLATFORM = sky130hd
export DESIGN_NAME = Controller
export DESIGN_NICKNAME = Controller
export VERILOG_FILES = /design/flow/design.v
export SDC_FILE = /design/flow/constraint.sdc
export NUM_CORES = 4
export LEC_CHECK = 1
export CORE_AREA = 10 10 82 82
export DIE_AREA = 0 0 92 92
==> impl_metrics.json <==
{
  "failed_checks": "setup timing",
  "leakage_uw": 0.0009598,
  "ys_warn_count": 3,
  "cts_tree": "built",
  "num_rows": 26,
  "drive_gt1_share_pct": 55.71,
  "ys_seq_share_pct": 36.07,
  "cts_hold_buffers": 0,
  "clk_latency_ps": 240,
  "drc": 0,
  "antenna_left": 0,
  "place_ws_ps": -881.0,
  "area_growth_pct": 115.9,
  "grt_pass1_wl_um": 6210,
  "p_int_uw": 578.5,
  "wirelength_um": 4033,
  "overflow": 0,
  "rsz0062_at_grt": "true",
  "finish.instance_area_mm2": 0.002105,
  "vias": 1290,
  "synth_area_um2": 974.7,
  "io_pins": 37,
  "yosysUniqueCellTypes": 39,
  "hold_viol": 0,
  "clockBufferDepth": 2,
  "ir_drop_mv": 0.2001,
  "fill_cells": 475,
  "clock-sinks": 14,
  "place_area_mm2": 0.001554,
  "warning_count": 27,
  "switching_share_pct": 26.40,
  "fmax_mhz": 447.7,
  "numCtsBuffers": 3,
  "critPathKind": "input pin to primary output",
  "fp-utilization_pct": 19.21,
  "first_pass_iters": 4,
  "top_regs": "ps (14)",
  "largest_reg_flops": 14,
  "ys_ff": 14,
  "die-area_mm2": 0.008464,
  "seq_power_share_pct": 37.4,
  "globalplace.congestion": 0.8354,
  "antenna_found_initial": 0,
  "via_per_inst": 4.464,
  "io_buffer_count": 35,
  "period_needed_ps": 2234,
  "cts.clk_slew.worst_paths_ps": 50,
  "max-slew-margin-rel_pct": 65.31,
  "critPathLaunchType": "input pin",
  "core_mm2": 0.005075,
  "setup_viol": 2,
  "fin_crit_sh_pct": 106.4,
  "cp.arrival_ps": 1810,
  "antenna_cells": 0,
  "h-tree-depth": 1,
  "die_w_um": 92,
  "cts_root_buf": "clkbuf_8",
  "drv_cap": 0,
  "p_sw_uw": 207.5,
  "dp_hpwl_um": 2606,
  "synth_stat.cells": 122,
  "clkPwrFrac_pct": 28.0,
  "grt_max_degree": 15,
  "final.setup.worst_slack_ps": -133.8,
  "skew_ps": 2.162,
  "worst_pin_slew_ps": 519.8,
  "endpoint_kind": "primary output",
  "grt_pass1_vias": 1310,
  "holdCritPathClass": "flip-flop to flip-flop",
  "comb_power_share_pct": 34.7,
  "dieHeight_um": 92,
  "outcome": "complete, but fails checks",
  "syn_area_per_cell_um2": 7.989,
  "grt_use_total_pct": 8.642,
  "postSynthCellCount": 122,
  "drtIter0Drc": 77,
  "total_power_uw": 786.0,
  "avgRoutedWirePerCell_um": 13.96,
  "slew_violations": 0,
  "crit_required_ps": 1680,
  "cp_max_fo": 2,
  "power_density_mw_per_mm2": 373.5,
  "ys_chip_area_um2": 974.7,
  "largest_register": "ps"
}
-- final cells by class --
class	count	area (um2)	area share (%)
multi-input cells	95	769.5	36.56
inverters	4	15.01	0.7134
repair buffers	102	835.8	39.71
clock buffers	4	45.04	2.140
flip-flops and latches	14	351.6	16.71
well taps	70	87.58	4.162
-- synth_stat cells --
master	number	share of area [%]
a211oi_1	1	0.77
nor3_1	13	6.7
o31ai_1	3	2.3
buf_2	1	0.51
a22o_1	1	0.90
a2111oi_4	1	2.8
a22oi_1	1	0.77
nor2_1	14	5.4
and3_1	1	0.64
xor2_1	2	1.8
nor4_1	3	1.9
or2_4	1	0.90
buf_6	1	1.2
a31oi_1	2	1.3
clkbuf_1	6	2.3
a21oi_1	6	3.1
nand4_1	2	1.3
or4_1	2	1.5
nand2b_1	3	1.9
nand4bb_4	1	2.8
buf_4	1	0.77
nand2_1	15	5.8
nand3_1	5	2.6
conb_1	1	0.38
nor3b_1	2	1.5
nand3b_1	1	0.77
or3_1	2	1.3
dfstp_2	1	2.7
o21ai_1	1	0.51
o21ai_0	1	0.51
a32oi_1	1	0.90
or2_1	1	0.64
nor2b_1	2	1.3
o32ai_1	1	0.90
nand4b_1	1	0.90
inv_1	4	1.5
and3b_1	1	0.90
dfrtp_1	13	33
or2_2	3	1.9
-- critical path, stage by stage --
cell	delay (ps)
buf_6	90
nor4_4	300
buf_4	170
nand3_4	70
a2111oi_4	310
nor2_2	80
o32ai_2	240
buf_2	140
-- stage by stage --
step	setup TNS [ps]	utilization, %	hold slack [ps]	cells
detailed placement	-4161	30.62	354.4	243
global route	-553.8	41.47	394.1	289
global placement	-4178	30.62	365.2	243
CTS	-309.1	39.74	367.3	285
floorplan	0	-	308.5	122
finish	-229.9	41.47	364.7	289
-- power groups by stage --
stage / combinational (uW) / sequential, uW / clock [uW]
5_1_grt: 294 / 296 / 235
4_1_cts: 250 / 294 / 225
6_report: 272 / 294 / 220
-- cell usage in the layout (no fill, tap or decap), types with 2 or more instances in the layout --
cell type        Yosys  final
or2_4                1      3
nand2b_1             3      3
nor2_2               0      4
clkdlybuf4s50_1      0     11
or2_2                3      2
clkbuf_2             0      4
nor4_4               0      2
dlygate4sd2_1        0      8
nor3_2               0      2
nand4_1              2      2
buf_2                1      7
nor3_1              13      8
buf_6                1     12
inv_1                4      4
nand3_1              5      4
dfrtp_1             13     13
buf_4                1     57
a21oi_2              0      4
nor2_4               0      2
nor3_4               0      3
nor2_1              14      8
a21oi_1              6      2
nand2_1             15     14
clkbuf_8             0      3
or3_1                2      2
-- metal layers --
metal	GRT usage [%]	up-vias	part of all wire [%]
met5	0	-	0
met4	1.799	0	1.2
met3	1.730	6	5.7
met2	14.24	45	47
met1	11.51	611	46
li1	-	628	-
-- kinds of logic (layout without fill, tap and decap cells) --
family	Yosys count	after routing	share of synthesized area, %
XOR/XNOR	2	2	1.798
AND/OR/NAND/NOR	73	73	40.69
buffers and inverters	13	110	6.289
AND-OR/OR-AND	19	19	14.76
flip-flops	14	14	36.07
other	1	1	0.3847
-- path summary, 6_finish.rpt --
check | start | end | slack, ps | depth (start not counted)
max | f7[3] | ALUControl[0] | -130 | 8
min | ps[8]$_DFF_PP0_ | ps[10]$_DFF_PP0_ | 360 | 0
max reg2reg | ps[4]$_DFF_PP0_ | ps[0]$_DFF_PP1_ | 940 | 3
min reg2reg | ps[8]$_DFF_PP0_ | ps[10]$_DFF_PP0_ | 360 | 0
max in group asynchronous | rst | ps[0]$_DFF_PP1_ | 1220 | 2
min in group asynchronous | rst | ps[5]$_DFF_PP0_ | 520 | 2
-- timing repair --
item,in CTS,in global routing
pin swaps,23,19
endpoints found under the setup margin,7,8
setup buffers,38,5
resized,90,27
Power and IR drop assume default switching activity.
